--- flow/design.v ---
module counter(input clk, input rst, output reg ovr);
reg [31:0] clk_count;
initial begin
    ovr = 1'b0;
    clk_count = 32'd0;
end
always @(posedge clk) begin
    ovr = 1'b0;
    if(rst == 0)
        clk_count <= 32'd0;
    else
        clk_count <= clk_count + 1;
    if(clk_count == 32'd50000000) begin
        ovr = 1'b1;
        clk_count <= 32'd0;
    end
end
endmodule
module timer(input clk, input rst, input ovr, output reg [31:0] t);
counter instance (
    .clk(clk),
    .rst(rst),
    .ovr(ovr)
);
always @(posedge ovr) begin
    if (rst == 0)
        t <= 32'd0;
    else
        t <= t + 1;
end
endmodule
--- flow/run.sh ---
#!/bin/bash
# OpenROAD 26Q1-2900-gdf79404cd8, Yosys 0.63+post, stock flow scripts
make -C /OpenROAD-flow-scripts/flow DESIGN_CONFIG=/design/flow/config.mk WORK_HOME=/design/flow/orfs finish
--- flow/config.mk ---
export PLATFORM = sky130hd
export DESIGN_NAME = timer
export DESIGN_NICKNAME = timer
export VERILOG_FILES = /design/flow/design.v
export SDC_FILE = /design/flow/constraint.sdc
export NUM_CORES = 4
export LEC_CHECK = 1
export CORE_UTILIZATION = 40
--- flow/constraint.sdc ---
current_design timer

set clk_period 4.4
set clk_io_pct 0.2

create_clock -name clk0 -period $clk_period [get_ports {clk}]
create_clock -name clk1 -period $clk_period [get_ports {ovr}]

set non_clock_inputs [all_inputs -no_clocks]
set_input_delay [expr $clk_period * $clk_io_pct] -clock clk0 $non_clock_inputs
set_output_delay [expr $clk_period * $clk_io_pct] -clock clk0 [all_outputs]
==> flow_summary_export.csv <==
group,metric,value,unit
synthesis,top_area_frac,0.432,
synthesis,ys_cells,341,
synthesis,yosys_warnings,2,
synthesis,ys_seq_frac,0.432,
synthesis,topCellsByArea,"dfxtp_1 43%, xnor2_1 9.0%, xor2_1 6.4%, and2_1 6.2%, nand4_1 5.6%",
synthesis,edf_count,0,
status,haltStage,"1_2_yosys",
synthesis,postSynth.asyncResetShare,0,
status,status,"aborted with a tool error",
synthesis,top_area_cell,"dfxtp_1",
synthesis,ys.flops,65,
status,tool.error,"ERROR: Found 1 problems in 'check -assert'.",
synthesis,yosys_most_used_dff,"dfxtp_1",
synthesis,synth_cell_type_count,35,
synthesis,ys_chip_area,3010,sq um
-- cell families after synthesis --
logic type	synth area share
and+or+nand+nor	0.341
DFF	0.432
xor gates and xnor gates	0.154
buffers and inverters	0.0291
AOI/OAI and AO/OA	0.0311
adders and majority gates	0.0125
-- Yosys cell counts (all sizes together), types with 7 or more instances --
library cell,count
nand2,24
inv,7
nand4,28
and3,13
nor2,41
dfxtp,65
clkbuf,9
xor2,22
xnor2,31
and2,30
and4,8
nand3,25
nor4,7
