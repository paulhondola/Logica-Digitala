==> flow/config.mk <==
export PLATFORM = sky130hd
export DESIGN_NAME = data_processing
export DESIGN_NICKNAME = data_processing
export VERILOG_FILES = /design/flow/design.v
export SDC_FILE = /design/flow/constraint.sdc
export NUM_CORES = 4
export LEC_CHECK = 1
export CORE_AREA = 10 10 70 70
export DIE_AREA = 0 0 80 80
==> flow/run.sh <==
#!/bin/bash
# OpenROAD 26Q1-2900-gdf79404cd8, Yosys 0.63+post, stock flow scripts
make -C /OpenROAD-flow-scripts/flow DESIGN_CONFIG=/design/flow/config.mk WORK_HOME=/design/flow/orfs finish
==> flow/constraint.sdc <==
current_design data_processing

set clk_period 1.0
set clk_io_pct 0.2

create_clock -name clk0 -period $clk_period [get_ports {clk}]

set non_clock_inputs [all_inputs -no_clocks]
set_input_delay [expr $clk_period * $clk_io_pct] -clock clk0 $non_clock_inputs
set_output_delay [expr $clk_period * $clk_io_pct] -clock clk0 [all_outputs]
==> flow/design.v <==
module data_processing(
    input clk, rst,
    input [4:0] c,
    input [7:0] n,
    output is_n_0,
    output [31:0] out_data
);
reg [31:0] an_reg, an_next;
reg [31:0] an1_reg, an1_next;
reg [31:0] an2_reg, an2_next;
reg [7:0] n_reg, n_next;
assign is_n_0 = (n_next == 0) ? 1'b1 : 1'b0;
always @(posedge clk)
begin
    if(rst)
    begin
        an_reg <= 0;
        an1_reg <= 0;
        an2_reg <= 0;
        n_reg <= 0;
    end
    else
    begin
        an_reg <= an_next;
        an1_reg <= an1_next;
        an2_reg <= an2_next;
        n_reg <= n_next;
    end
end
always @(*)
begin
    an_next = an_reg;
    an1_next = an1_reg;
    an2_next = an2_reg;
    n_next = n_reg;
    if(c[0])
    begin
        an1_next = 1;
        an2_next = 0;
        n_next = n;
        an_next = 0;
    end
    else
    if(c[1])
    begin
        an_next = an1_reg + an2_reg;
    end
end
endmodule
==> results_slide.txt <==
Run Summary

Run status
  • Run status: finished with violations
  • Violated checks: negative setup slack

Detailed routing
  • Mean number of vias per cell: roughly 2.9
  • Wire per inst: 8.89 um
  • Initial drt markers: 22
  • Post-DRT Antenna Nets: 0
  • Residual DRC: 0
  • 1st-pass router iterations: 2
  • # diodes: 0
  • Routed vias: 377
  • WL final: 1.17 mm

Layout
  • Layout cell share with drive strength beyond 1: 18.6%
  • Area growth from synthesis to final layout: 19.7%
  • Design area: between 600 and 700 um^2
  • Max reg flops: 8

GRT
  • Largest net degree at the start of global routing: 10
  • Vias in the first global route: 426
  • Total gr overflow: 0
  • Total Routing Usage GR: between 3 and 4%
  • Initial antenna violation count: 0
  • First-pass GRT wire length: 1.68 mm

Floorplanning
  • Ports: 48
  • Core area: 3420 um^2
  • Row count: 21
  • Total die size: about 6400 um^2
  • Die width: 80 um
  • Die H: 80 um
  • FP Core Util: 16.9%

Clock network
  • Setup Buffers After CTS: 0
  • Clock-pin transition on the worst setup and hold timing paths: 0.05 ns
  • Clk root buf: clkbuf_4
  • H-tree depth: 1
  • CTS max path bufs: 2
  • Clock latency (worst-skew pair): 0.24 ns
  • Num CTS Buffers: 3
  • CTS tree: yes
  • Hold-fix buffers, CTS: 0
  • CTS Sinks: 8

Timing
  • Final Hold Fails: 0
  • Max Transition Viols Final: 0
  • Hold Worst Slack: 0.327 ns
  • Post-route setup slack: -0.617 ns
  • FMAX: 618 MHz
  • Clock skew: 0 ns
  • Finish-stage setup viols: 1
  • Crit share post-route: 162%
  • RSZ-0062 raised after global routing: true
  • Setup_tns: -0.617 ns
  • Min cycle time layout: 1.62 ns

Power
  • Worst ir drop on vdd: 255 uV
  • Clk pwr share: about a third
  • PD cells: about 1000 nW/um^2
  • Net Switching: 162 uW
  • Int Pwr: approximately 560 uW
  • Gate power share: 18.4%
  • Flop pwr share: 48.4%
  • P_leak: between 0.0003 and 0.0004 uW
  • Switching part of the total: 22.6%
  • Power consumption: 720 uW

Logic synthesis
  • Number of cells in Yosys stat: roughly 67
  • Yosys chip area: 578 um^2
  • Ys Warns: 33
  • Post-synthesis instance total: 67
  • Post-synth regs: 8
  • Post-Syn Area: 578 um^2
  • Post-synthesis sequential area ratio: 27.7%
  • Mean area per synthesized cell: 8.63 um^2
  • Synth cell types: 14

Worst setup path
  • Crit Path Max Fanout: 2
  • Worst R2R End: n_reg[5]
  • Worst R2R Setup Slack: 0.39 ns
  • Critical path class: register to primary output
  • CP Launch Type: register
  • CP endpoint: is_n_0
  • CP required: 0.80 ns
  • Worst Reg-to-Reg Cells: 2
  • Worst R2R Start: n_reg[5]
  • CP Data Arrival Time: 1.42 ns
  • Crit path from: n_reg[5]
  • Setup crit end kind: primary output

Place
  • Port Buf Inserts: 11
  • Pre-CTS setup slack: -1.12 ns
  • Final GP Congestion: between 0.7 and 0.8
  • Detail Placement HPWL: 1.01 mm
  • Post-placement cell area: 673 um^2

Flow run
  • Tool Warnings: 32
  • Number of max-cap violations: 0

Worst hold path
  • Worst hold path class: input port to register
==> critical path: stages (launching register included) <==
cell and delay [ns]:
dfxtp_2 0.31, or4_4 0.49, o22a_1 0.21, nor2_2 0.07
buf_2 0.09
==> kinds of logic after synthesis <==
family	after synthesis	synth area share (%)
buffers and inverters	34	43.1
AND-OR/OR-AND	2	2.81
other	1	0.649
multiplexers	8	13.9
AND/OR/NAND/NOR	14	11.9
flip-flops	8	27.7
==> through the flow <==
stage,util [%],instances
finish,20.3,132
global route,20.3,132
CTS,20.1,132
detailed placement,19.7,129
global placement,19.7,129
floorplan,-,98
==> worst min-delay path by stage <==
stage / start / endpoint / slack, ns / cells past startpoint
CTS: n[4] / n_reg[4] / 0.32 / 3
global route: n[7] / n_reg[7] / 0.37 / 3
finish: n[4] / n_reg[4] / 0.33 / 3
==> power by group through the flow <==
stage	clock network [uW]	logic (uW)	registers (uW)
after CTS	251	135	348
final	239	132	349
after global routing	273	150	350
==> synth_stat cells <==
master / instances / area [um^2]
buf_4: 32 / 240
nor2_1: 9 / 33.8
dfxtp_1: 8 / 160
mux2i_1: 8 / 80.1
a22oi_1: 1 / 7.51
buf_1: 1 / 3.75
buf_2: 1 / 5.00
conb_1: 1 / 3.75
nor2_2: 1 / 6.26
nor3_1: 1 / 5.00
nor4_1: 1 / 6.26
o22a_1: 1 / 8.76
or4_1: 1 / 7.51
or4b_1: 1 / 10.0
==> what timing repair did <==
item                                    4_1_cts  5_1_grt
gates resized                                 9        1
pin swaps                                     4        2
gates cloned                                  0        0
endpoints found under the setup margin        8        1
hold endpoints to repair                      0        0
==> layout by cell type (no fill, tap or decap), drive strengths merged <==
cell type       n
clkdlybuf4s50   6
a22oi           1
mux2i           8
or4             1
o22a            1
nor4            1
dlygate4sd2     4
nor3            1
dfxtp           8
buf             9
or4b            1
clkbuf          3
conb           32
nor2           10
==> area by class of cell <==
class,count,area (um^2)
fill,384,2720
multi-input combinational,56,289
sequential,8,163
timing repair buffer,19,160
tap,46,57.6
clock buffer,3,22.5
==> per-layer routing <==
metal / routed length [um] / up-vias / global-route usage [%]
met1: 538 / 160 / 3.70
met3: 70 / 2 / 1.02
met4: 19 / 0 / 1.06
li1: - / 191 / -
met5: 0 / - / 0
met2: 546 / 24 / 4.90
Power and IR drop assume default switching activity.
