===== flow/config.mk =====
export PLATFORM = sky130hd
export DESIGN_NAME = AUTOMAT
export DESIGN_NICKNAME = AUTOMAT
export VERILOG_FILES = /design/flow/design.v
export SDC_FILE = /design/flow/constraint.sdc
export NUM_CORES = 4
export LEC_CHECK = 1
export CORE_AREA = 10 10 105 105
export DIE_AREA = 0 0 115 115

===== flow/design.v =====
module AUTOMAT(input clk, rst, on_off, speed, 
               output [6:0]stare,
               output led_speed);
wire [1:0]stare_a;
wire astept;
CLK_DIVIDER clkdiv(.clk(clk), .rst(rst), .Q(astept));
SPAL cof(.clk(astept), .rst(rst), .on_off(on_off), .speed(speed), .led_speed(led_speed), .state(stare_a));	
SEVEN_SEGMENT sev(.in(stare_a), .out(stare));
endmodule
module CLK_DIVIDER(input clk, rst,
                 output Q);
reg Q_reg, Q_nxt;
reg [24:0]counter_reg, counter_nxt;
always @(posedge clk or negedge rst)
begin
	if(rst == 0)
	  begin
		Q_reg <= 0;
		counter_reg <= 0;
	  end
	else
	  begin
	  	Q_reg <= Q_nxt;
	  	counter_reg <= counter_nxt;
	  end
end
always @(counter_reg, Q_reg)
begin
	if(counter_reg == 25000000)
	  begin
		counter_nxt = 0;
		Q_nxt = ~Q_reg;
	  end
	else
	  begin
		counter_nxt = counter_reg + 1;
		Q_nxt = Q_reg;
	  end
end
assign Q = Q_reg;
endmodule
module SEVEN_SEGMENT(input [1:0]in, output reg[6:0]out);
	always @(in)
	begin
		case(in)
			4'h0: out = 7'b0000001; 
			4'h1: out = 7'b1001111;
			4'h2: out = 7'b0010010;
			4'h3: out = 7'b0000110;
			4'h4: out = 7'b1001100;
			4'h5: out = 7'b0100100;
			4'h6: out = 7'b0100000;
			4'h7: out = 7'b0001111;
			4'h8: out = 7'b0000000;
			4'h9: out = 7'b0000100;
		endcase
	end
endmodule
module SPAL(input clk, rst, on_off, speed,
            output led_speed,
            output [1:0]state);
reg [1:0]state_reg, state_nxt;
always @(posedge clk, negedge rst)
 begin
 	if(rst == 0)
 		state_reg <= 0;
 	else
 		state_reg <= state_nxt;
 end
always @(state_reg, on_off, speed)
 begin
 	state_nxt = state_reg;
 	case(state_reg)
 		2'b00: if(on_off) state_nxt = 2'b01;
 		2'b01: 
 		 begin
 		 	if(on_off == 0) state_nxt = 2'b00;
 		 	else if(speed) state_nxt = 2'b11; 
 		 end
 		2'b11:
 		 begin
 		 	if(on_off == 0) state_nxt = 2'b00;
 		 	else if(speed == 0) state_nxt = 2'b01; 
 		 end
 	endcase
 end
assign state = state_reg;
assign led_speed = state_reg[1] & state_reg[0];
endmodule

===== flow/run.sh =====
#!/bin/bash
# OpenROAD 26Q1-2900-gdf79404cd8, Yosys 0.63+post, stock flow scripts
make -C /OpenROAD-flow-scripts/flow DESIGN_CONFIG=/design/flow/config.mk WORK_HOME=/design/flow/orfs finish

===== flow/constraint.sdc =====
current_design AUTOMAT

set clk_period 6.0
set clk_io_pct 0.2

create_clock -name clk0 -period $clk_period [get_ports {clk}]

set non_clock_inputs [all_inputs -no_clocks]
set_input_delay [expr $clk_period * $clk_io_pct] -clock clk0 $non_clock_inputs
set_output_delay [expr $clk_period * $clk_io_pct] -clock clk0 [all_outputs]

==> Slide: Implementation Results <==
Run Summary

Run status
  – Status: finished, final reports clean

Clock tree
  – H-tree Lvls: 1
  – Insertion Delay late pin: between 0.2 and 0.3 ns
  – Setup Fix Bufs, Post-CTS: 0
  – CTS tree: built
  – Max Root-Sink Buffers: 2
  – Number of hold buffers added after CTS: 0
  – Clk root buf: clkbuf_8
  – Worst-path clk slew: 0.09 ns
  – TritonCTS Buffers: 3
  – Post-cts resize count: 0

Route
  – Via count: around 1000
  – Routed wire length: 2621 um
  – Post-DRT Antenna Nets: 0
  – Number of vias per cell: between 3 and 4
  – N_diodes: 0
  – TritonRoute pass-1 iters: 4
  – DRC violations left: 0
  – Initial DRC Count: approximately 60
  – WL per Instance: 10.16 um

Place
  – DP Cell Count: 254
  – DP Wirelength: between 1500 and 2000 um
  – # port buffers: 10
  – Routability Congestion: roughly 0.83
  – Setup WS pre-CTS: about 3.8 ns

Worst setup path
  – Crit path launch type: register
  – CP top delay family: simple AND/OR/NAND/NOR gates
  – Worst endpoint required time: around 6.2 ns
  – Setup CP Type: reg -> reg
  – Critical Path Fanout Max: 8
  – Worst-path cell chain: nor4_1, nand4_1, nor3_1, buf_4, xor2_1
  – Critical path buffer and inverter count: 1
  – CP max stage delay: 0.68 ns
  – Crit path DAT: roughly 2.6 ns
  – Worst R2R Setup Slack: between 3 and 4 ns
  – CP endpoint kind: register
  – CP max-delay cell: nor3_1

Yosys
  – Max-area cell share: 0.5063
  – Top_reg_cell synth: dfrtp_1
  – Async SR Flop Fraction: 1.000
  – Count of different cell masters after synthesis: 30
  – Post-synth EDFFs: 0
  – Ys cells: ~140
  – Yosys top cell by area: dfrtp_1
  – Top cells, area: dfrtp_1, xnor2_1, xor2_1, nand3_1, nand2_1
  – Synthesized area: 1384 um^2
  – Syn_area_per_cell: a little under 10 um^2
  – Synth Warn #: 3
  – Ys flops: 28
  – Post-Syn Instances: 140
  – YS chip area: about 1400 um^2
  – Sequential fraction of the synthesis area: 0.5063

STA
  – Worst-Margin Slew: 0.8358 ns
  – Final Slew Violations: 0
  – WHS: between 0.4 and 0.5 ns
  – Register pins left without a clock: 2
  – Slew HR: 0.4385
  – RSZ-0062 raised after global routing: no
  – Worst clock skew: ~0.0010 ns
  – Crit share post-route: 0.3973
  – Endpoints left unconstrained: 9
  – PnR worst setup slack: 3.616 ns
  – Fin. Hold Viols: 0
  – Max Freq: approximately 420 MHz
  – Final Setup Violations: 0
  – Min Tclk post-route: between 2 and 2.5 ns
  – Setup_tns: 0 ns

Global route
  – Global-route wire length before repair: around 4700 um
  – Total GRT Usage: 0.04204
  – Initial antenna violation count: 0
  – Vias in the first global route: approximately 990
  – Grt total ovfl: 0
  – Pin count of the biggest net entering global routing: 29

Die
  – Standard-cell rows: 34
  – Core area: a little under 9000 um^2
  – Core utilization at floorplan: 0.1579
  – Die W: ~120 um
  – Chip area: around 13000 um^2
  – Die height: roughly 120 um
  – IO Count: 12

Power
  – Total power: 293.7 uW
  – Peak VDD IR: roughly 110 uV
  – Power density over the cells: about 180 nW/um^2
  – Lkg Pwr: 0.0006558 uW

Job
  – OpenROAD warnings: 26
  – Maxcap violations: 0

Layout
  – Most frequent cells in the layout: dfrtp_1, nand3_1, nand2_1, nor2_1, clkdlybuf4s50_1
  – Proportion of layout cells with a drive suffix above 1: 0.05333
  – Max reg flops: 25
  – Number of non-filler instances in the completed layout: 258
  – Layout area overhead: 19.80%
  – Commonest Layout Cell: dfrtp_1

Min path
  – Hold crit path type: reg -> reg
==> where the power goes <==
part	leakage (uW)	switching (uW)	total, uW	internal [uW]
Clock	0.0000288	54.1	113	58.6
Sequential	0.000376	0	175	175
Combinational	0.000251	3.83	5.96	2.13
==> kinds of logic (layout without fill, tap and decap cells) <==
logic type,count (synthesis),in the layout,synth area share
other,1,1,0.002710
AND/OR/NAND/NOR,63,63,0.2541
XOR/XNOR,16,16,0.1013
buffers and inverters,14,24,0.04430
multiplexers,2,2,0.01447
flip-flops,28,28,0.5063
adder cells (fa/ha/maj),2,2,0.01808
AND-OR/OR-AND,14,14,0.05877
==> layout make-up <==
class                   count  area (um^2)
clock buffers               4        55.05
inverters                   8        30.03
flip-flops and latches     28        700.7
multi-input cells          98        621.8
repair buffers             12        115.1
fillers                   974         7106
well taps                 108        135.1
==> per-stage QoR <==
step / area (um^2) / util
after detailed placement: 1603 / 0.1829
after global placement: 1603 / 0.1829
after global routing: 1658 / 0.1892
after floorplan: 1384 / -
final: 1658 / 0.1892
after CTS: 1658 / 0.1892
==> layer usage <==
metal	track usage	part of all wire	vias up
li1	-	-	506
met4	0.0008251	0	0
met2	0.05556	0.39	24
met5	0	0	-
met3	0.01582	0.083	0
met1	0.06667	0.52	469
==> worst reg2reg max path, cell delays in order, from the launching register on <==
cell and delay (ns):
dfrtp_1 0.46, nor4_1 0.54, nand4_1 0.20, nor3_1 0.68, buf_4 0.30, xor2_1 0.14
==> final timing paths <==
kind                                                      start                          endpoint  depth (start not counted)
min in group asynchronous                                   rst  clkdiv.counter_reg[10]$_DFF_PN0_                          2
worst min-delay path                   clkdiv.Q_reg$_DFFE_PN0N_          clkdiv.Q_reg$_DFFE_PN0N_                          1
worst max-delay path            clkdiv.counter_reg[4]$_DFF_PN0_          clkdiv.Q_reg$_DFFE_PN0N_                          5
max in group asynchronous                                   rst  clkdiv.counter_reg[13]$_DFF_PN0_                          2
worst min register to register         clkdiv.Q_reg$_DFFE_PN0N_          clkdiv.Q_reg$_DFFE_PN0N_                          1
worst max register to register  clkdiv.counter_reg[4]$_DFF_PN0_          clkdiv.Q_reg$_DFFE_PN0N_                          5
==> cell usage after synthesis, types with 2 or more instances <==
library cell  count
nand2_1          10
nor4_1            4
o31ai_1           3
ha_1              2
dfrtp_1          28
xor2_1            7
or3_1             5
or4_1             5
nand4_1           3
xnor2_1           9
buf_4             2
a21oi_1           6
nor3_1            5
and3_1            2
nor2b_1           2
inv_1             8
and2_1            2
nor2_1           10
o21ai_0           4
nand3_1          10
clkbuf_1          3
mux2i_1           2
No activity file was given, so power comes from the tool's default toggle rates.
